==> flow/design.v <==
module UART_RX 
  #(parameter baud_rate_cnt = 5208)
  (
   input clk,
	input rst_n,
	input data_serial,
	output out_RX_D,
	output [7:0] out_RX_byte
	);
	localparam IDLE = 3'b000;
	localparam START = 3'b001;
	localparam DATA_BIT = 3'b010;
	localparam STOP = 3'b011;
	localparam DONE = 3'b100;
	reg r_RX_data1;
	reg r_RX_data;
	reg [15:0] baud_cnt;
	reg [2:0] state;
	reg [2:0] data_index;
	reg [7:0] r_RX_byte;
	reg r_done;
	always @(posedge clk, negedge rst_n)
	begin
	  if (!rst_n)
	  begin
	    r_RX_data1 <= 1'b0;
	    r_RX_data <= 1'b0;
	  end
	  else
	  begin
	    r_RX_data1 <= data_serial;
	    r_RX_data <= r_RX_data1;
	  end
	end
   always @(posedge clk, negedge rst_n)
   begin
	  if (!rst_n)
	  begin
	    state <= IDLE;
		 baud_cnt <= 16'd0;
	    data_index <= 3'd0;
	    r_RX_byte <= 8'd0;
	    r_done <= 1'b0;
	  end
	  else
	  begin
	    case (state)
		 IDLE:
		   begin
			  baud_cnt <= 16'd0;
			  data_index <= 3'd0;
			  r_RX_byte <= 8'd0;
			  r_done <= 1'b0;
			  if (r_RX_data == 1'b0)
			    state <= START;
			  else
			    state <= IDLE;
			end
		 START:
		   begin
			  if (baud_cnt == (baud_rate_cnt-1)/2)
			  begin
			    if (r_RX_data == 1'b0)
				 begin
			      baud_cnt <= 16'd0;  
					state <= DATA_BIT;
				 end
				 else
				   state <= IDLE;
			  end
			  else
			  begin
			    baud_cnt <= baud_cnt + 16'd1;
				 state <= START;
			  end
			end
		 DATA_BIT:
		   begin
			  if (baud_cnt < (baud_rate_cnt-1))
			  begin
			    baud_cnt <= baud_cnt + 16'd1;
				 state <= DATA_BIT;
			  end
			  else
			    begin
				 baud_cnt <= 16'd0;
				 r_RX_byte[data_index] <= r_RX_data;
				 if (data_index < 3'd7)
				 begin
				   data_index <= data_index + 3'd1;
					state <= DATA_BIT;
				 end
				 else
				 begin
				   data_index <= 3'd0;
				   state <= STOP;
				 end
			  end
			end
		  STOP:
		    begin
			   if (baud_cnt < (baud_rate_cnt-1))
				begin
				  baud_cnt <= baud_cnt + 16'd1;
				  state <= STOP;
				end
				else
				begin
				  if (r_RX_data)
				  begin
				    baud_cnt <= 16'd0;
					 r_done <= 1'b1;
					 state <= DONE;
				  end
				  else
				  begin
				    baud_cnt <= 16'd0;
					 r_done <= 1'b0;
					 state <= IDLE;
				  end
				end
			 end
		  DONE:
		    begin
			   if (r_RX_data)
				begin
			     r_done <= 1'b1;
				  state <= DONE;
				end
				else
				begin
				  r_done <= 1'b0;
				  r_RX_byte <= 8'd0;
				  state <= START;
				end
			 end
		  default: state <= IDLE;
		  endcase
	   end
	 end
  assign out_RX_D = (state == DONE) ? r_done : 1'b0;
  assign out_RX_byte = (state == DONE) ? r_RX_byte : 8'd0;
	endmodule 
==> flow/run.sh <==
#!/bin/bash
# OpenROAD 26Q1-2900-gdf79404cd8, Yosys 0.63+post, stock flow scripts
make -C /OpenROAD-flow-scripts/flow DESIGN_CONFIG=/design/flow/config.mk WORK_HOME=/design/flow/orfs finish
==> flow/config.mk <==
export PLATFORM = sky130hd
export DESIGN_NAME = UART_RX
export DESIGN_NICKNAME = UART_RX
export VERILOG_FILES = /design/flow/design.v
export SDC_FILE = /design/flow/constraint.sdc
export NUM_CORES = 4
export LEC_CHECK = 1
export CORE_UTILIZATION = 40
==> flow/constraint.sdc <==
current_design UART_RX

set clk_period 3.3
set clk_io_pct 0.2

create_clock -name clk0 -period $clk_period [get_ports {clk}]

set non_clock_inputs [all_inputs -no_clocks]
set_input_delay [expr $clk_period * $clk_io_pct] -clock clk0 $non_clock_inputs
set_output_delay [expr $clk_period * $clk_io_pct] -clock clk0 [all_outputs]
==> results.sh <==
# source this file to load flow results
export IMPL_status="completed"
export IMPL_setup_tns_ns=0
export IMPL_area_growth_pct=9.66
export IMPL_avgViaCountPerCell=5.49
export IMPL_net_switching_power_mw=0.277
export IMPL_vias=1717
export IMPL_switching_share_pct=28.8
export IMPL_diodes=0
export IMPL_port_buffers=11
export IMPL_cts_hold_buf=0
export IMPL_drt_iter0_drc=152
export IMPL_skew_ns=0.00305
export IMPL_grt_usage_pct=18.3
export IMPL_firstDrtPassIters=4
export IMPL_p_leak_nw=0.957
export IMPL_warning_count=28
export IMPL_worstHoldStart="r_RX_data1"
export IMPL_crit_path_max_fanout=13
export IMPL_ys_flops=35
export IMPL_synthArstFlopShare_pct=100
export IMPL_grt_pass1_wl_um=7650
export IMPL_seq_power_share_pct=55.2
export IMPL_setup_violations=0
export IMPL_hold_class="reg -> reg"
export IMPL_r2r_start="baud_cnt[0]"
export IMPL_yosys_cells=238
export IMPL_io_pins=12
export IMPL_mux_share_pct=0.920
export IMPL_cts_inserted_buffers=5
export IMPL_power_frac_clock_pct=30.6
export IMPL_use_met3_pct=3.62
export IMPL_endpoint_kind="flop"
export IMPL_synth_cellmix_adderShare_pct=2.87
export IMPL_root_buffer="clkbuf_8"
export IMPL_nFillCells=467
export IMPL_cp_startpoint="baud_cnt[0]"
export IMPL_comb_power_share_pct=14.3
export IMPL_ant_nets=0
export IMPL_edf_count=0
export IMPL_slew_headroom_pct=36.8
export IMPL_powerDensity_nw_per_um2=402
export IMPL_place_hpwl_um=3130
export IMPL_synthSimpleGateAreaFrac_pct=27.8
export IMPL_synth_area_yosys_um2=2180
export IMPL_busiest_layer="met1"
export IMPL_critPathLaunchType="flop"
export IMPL_drt_wl_total_um=4460
export IMPL_intPower_mw=0.684
export IMPL_wire_per_inst_um=14.2
export IMPL_drv_cap=0
export IMPL_synth_distinct_cells=57
export IMPL_ys_dominant_reg_cell="dfrtp_1"
export IMPL_chipArea_um2=5740
export IMPL_num_rows=26
export IMPL_fp_dieW_um=75.8
export IMPL_clk_pin_slew_ns=0.07
export IMPL_worst_pin_slew_ns=0.944
export IMPL_seq_area_frac_synth_pct=40.3
export IMPL_post_cts_resized=0
export IMPL_cts_tree="built"
export IMPL_place_ws_ns=0.931
export IMPL_cp_data_arrival_time_ns=2.59
export IMPL_final_hold_viol_count=0
export IMPL_core_um2=5170
export IMPL_grt_pass1_vias=1537
export IMPL_grt_max_degree=36
export IMPL_grt_met2_usage_pct=23.9
export IMPL_layout_drive_gt1_share_pct=9.05
export IMPL_vdd_ir_drop_max_v=0.000245
export IMPL_die_h_um=75.8
export IMPL_yosys_area_share_xor_xnor_pct=3.22
export IMPL_synth_cells=238
export IMPL_post_cts_buffers=0
export IMPL_grt_overflow=0
export IMPL_syn_area_um2=2180
export IMPL_critical_path_required_ns=3.49
export IMPL_fin_ws_ns=0.902
export IMPL_grtUsageMet1_pct=32.5
export IMPL_grt_antenna_before_repair=0
export IMPL_period_needed_ns=2.40
export IMPL_clock_tree_buffer_depth=2
export IMPL_drv_slew=0
export IMPL_fp_util_pct=42.1
export IMPL_synthTopLogicFamily="simple AND/OR/NAND/NOR gates"
export IMPL_synth_avg_cell_area_um2=9.15
export IMPL_cts_sinks=35
export IMPL_clock_latency_ns=0.28
export IMPL_fmax_mhz=417
export IMPL_drc=0
export IMPL_aoi_share_pct=19.9
export IMPL_critical_path_class="reg -> reg"
export IMPL_period_used_pct=72.7
export IMPL_cts_max_level=2
export IMPL_routabilityCongestion=0.912
export IMPL_rsz0062_at_grt="no"
export IMPL_ys_warn_count=1
-- synth_stat cells (5+ instances only) --
cell type / n / area share (%)
ha_1: 5 / 2.9
a21o_1: 5 / 1.7
inv_1: 9 / 1.6
nor3_1: 5 / 1.1
nand2_1: 20 / 3.4
nor2_1: 16 / 2.8
o211ai_1: 6 / 2.1
clkbuf_1: 9 / 1.6
dfrtp_1: 34 / 39
and2_1: 14 / 4.0
o21ai_0: 6 / 1.4
nand4_1: 11 / 3.2
and4_1: 5 / 2.0
a21oi_1: 7 / 1.6
a31oi_1: 5 / 1.4
nand3_1: 9 / 2.1
-- per-stage QoR --
stage / hold WS [ns] / power [mW] / util (%) / cells / instance area, um2
floorplan: 0.331 / 0.629 / - / 238 / 2180
global placement: 0.335 / 0.672 / 44.6 / 305 / 2310
detailed placement: 0.335 / 0.675 / 44.6 / 305 / 2310
CTS: 0.351 / 0.977 / 46.2 / 313 / 2390
global route: 0.372 / 1.02 / 46.2 / 313 / 2390
finish: 0.349 / 0.961 / 46.2 / 313 / 2390
-- area by class of cell --
type / instances / area, um2 / share of cell area [%]
Multi-Input combinational cell: 178 / 1190 / 49.9
Sequential cell: 35 / 877 / 36.7
Timing Repair Buffer: 12 / 113 / 4.72
Tap cell: 70 / 87.6 / 3.67
Clock buffer: 7 / 76.3 / 3.20
Inverter: 10 / 37.5 / 1.57
Clock inverter: 1 / 5.00 / 0.210
-- cell families (layout without fill, tap and decap cells) --
family / count (synthesis) / count (layout)
simple gates: 106 / 106
compound gates: 57 / 57
flops: 35 / 35
fa+ha+maj: 5 / 5
buf+inv: 25 / 30
xor+xnor: 8 / 8
mux: 2 / 2
-- cells in the final DEF (no fill, tap or decap), drive strengths merged, types with 2 or more instances in the layout --
cell type / instances
or4: 3
a31o: 2
a211oi: 2
o21ai: 8
clkbuf: 7
and3: 2
or2: 2
nand4: 11
a22oi: 2
nor2: 16
mux2i: 2
xnor2: 4
nand2b: 2
a32oi: 2
a21oi: 8
inv: 10
nor2b: 4
o31ai: 2
nand2: 21
o211ai: 7
xor2: 4
a31oi: 5
a21o: 5
or3: 3
o311ai: 4
and4: 5
nor4: 6
and2: 14
ha: 5
nor3: 5
dfrtp: 34
clkdlybuf4s50: 10
nand3: 9
buf: 2
o221ai: 2
-- routing by layer --
layer  vias to the layer above  wire length (um)  share of wire, %
met5                         -                 0                 0
met4                         0                33              0.74
met3                         4               216               4.8
met2                        39              1850                41
met1                       784              2360                53
li1                        890                 -                 -
-- critical path, stage by stage, from the launching register on --
cell      delay (ns)
dfrtp_1         0.41
ha_1            0.26
and4_1          0.21
and4_1          0.23
a31oi_1         0.73
o21ai_1         0.24
o221ai_1        0.22
-- worst paths after layout --
path                       cells past startpoint  slack (ns)       endpoint
setup / recovery                               6        0.90   baud_cnt[12]
hold / removal                                 0        0.35      r_RX_data
setup reg to reg                               6        0.90   baud_cnt[12]
hold reg to reg                                0        0.35      r_RX_data
max in group asynchronous                      2        2.56       state[0]
min in group asynchronous                      2        0.40  data_index[2]
-- power by group through the flow --
stage	clock network [mW]	registers, mW	logic (mW)
CTS	0.310	0.529	0.138
finish	0.293	0.530	0.137
global route	0.328	0.539	0.156
-- sequential cells by signal (all words and copies together), names as in the netlist --
signal      cells
state           5
r_RX_data1      1
r_RX_byte       8
baud_cnt       16
r_RX_data       1
r_done          1
data_index      3
Power is estimated from default activity; no workload was simulated.
